`run.sh`:
```
#!/bin/bash
# OpenROAD 26Q1-2900-gdf79404cd8, Yosys 0.63+post, stock flow scripts
make -C /OpenROAD-flow-scripts/flow DESIGN_CONFIG=/design/flow/config.mk WORK_HOME=/design/flow/orfs finish
```
`config.mk`:
```
export PLATFORM = sky130hd
export DESIGN_NAME = Lab1
export DESIGN_NICKNAME = Lab1
export VERILOG_FILES = /design/flow/design.v
export SDC_FILE = /design/flow/constraint.sdc
export NUM_CORES = 4
export LEC_CHECK = 1
export CORE_AREA = 10 10 93 93
export DIE_AREA = 0 0 103 103
```
`constraint.sdc`:
```
current_design Lab1

set clk_period 4.9
set clk_io_pct 0.2

create_clock -name clk0 -period $clk_period

set non_clock_inputs [all_inputs -no_clocks]
set_input_delay [expr $clk_period * $clk_io_pct] -clock clk0 $non_clock_inputs
set_output_delay [expr $clk_period * $clk_io_pct] -clock clk0 [all_outputs]
```
`design.v`:
```
`timescale 1ns / 1ps
module Lab1( B, carryIn, Opcode, z, Flags);
input [3:0] B;
input carryIn;
input [7:0] Opcode;
output [27:0] z;
output [4:0] Flags;
wire [15:0] a, b, c;
	alu_Input buttons(B, a, b);
	alu theALU(a, b, carryIn, c, Opcode, Flags);
	hexTo7Seg hex0(c[3:0], z[6:0]);
	hexTo7Seg hex1(c[7:4], z[13:7]);
	hexTo7Seg hex2(c[11:8], z[20:14]);
	hexTo7Seg hex3(c[15:12], z[27:21]);
endmodule 
`timescale 1ns / 1ps
module alu( A, B, carryIn, C, Opcode, Flags);
input [15:0] A, B;
input carryIn;
input [7:0] Opcode;
output reg [15:0] C;
output reg [4:0] Flags;
parameter ADD   = 8'b 0000_0101;
parameter ADDI  = 8'b 0101_xxxx;
parameter ADDU  = 8'b 0000_0110;
parameter ADDUI = 8'b 0110_xxxx;
parameter ADDC  = 8'b 0000_0111;
parameter ADDCI = 8'b 0111_xxxx;
parameter ADDCU = 8'b 0000_0100;
parameter ADDCUI= 8'b 1010_xxxx;
parameter SUB   = 8'b 0000_1001;
parameter SUBI  = 8'b 1001_xxxx;
parameter CMP   = 8'b 0000_1011;
parameter CMPI  = 8'b 1011_xxxx;
parameter CMPU  = 8'b 0000_1000; 
parameter CMPUI = 8'b 1100_xxxx;
parameter AND   = 8'b 0000_0001;
parameter ANDI  = 8'b 0001_xxxx;
parameter OR    = 8'b 0000_0010;
parameter ORI   = 8'b 0010_xxxx;
parameter XOR   = 8'b 0000_0011;
parameter XORI  = 8'b 0011_xxxx;
parameter NOT   = 8'b 0000_1111;	
parameter LSH   = 8'b 1000_0100;
parameter LSHI  = 8'b 1000_000x;
parameter RSH   = 8'b 1000_0101;
parameter RSHI  = 8'b 1000_001x;
parameter ALSH  = 8'b 1000_0110;
parameter ALSHI = 8'b 1000_100x;
parameter ARSH  = 8'b 1000_0111;
parameter ARSHI = 8'b 1000_101x;
parameter LOAD  = 8'b 0100_0000;
parameter STOR  = 8'b 0100_0100;
parameter NOP   = 8'b 0000_0000;
always @(A, B, carryIn, Opcode)
begin
	casex (Opcode)
	ADDU, ADDUI:
		begin
		{Flags[3], C} = A + B;
		if (C == 16'b0000000000000000) Flags[4] = 1'b1; 
		else Flags[4] = 1'b0;
		Flags[2:0] = 3'b000;
		end
	ADDCU, ADDCUI:
		begin
		{Flags[3], C} = A + B + carryIn;
		if (C == 16'b0000000000000000) Flags[4] = 1'b1; 
		else Flags[4] = 1'b0;
		Flags[2:0] = 3'b000;
		end
	ADD, ADDI:
		begin
		C = A + B;
		if (C == 16'b0000000000000000) Flags[4] = 1'b1;
		else Flags[4] = 1'b0;
		if( (~A[15] & ~B[15] & C[15]) | (A[15] & B[15] & ~C[15]) ) Flags[2] = 1'b1;
		else Flags[2] = 1'b0;
		Flags[1:0] = 2'b00; Flags[3] = 1'b0;
		end
	ADDC, ADDCI:
		begin
		C = A + B + carryIn;
		if (C == 16'b0000000000000000) Flags[4] = 1'b1;
		else Flags[4] = 1'b0;
		if( (~A[15] & ~B[15] & C[15]) | (A[15] & B[15] & ~C[15]) ) Flags[2] = 1'b1;
		else Flags[2] = 1'b0;
		Flags[1:0] = 2'b00; Flags[3] = 1'b0;
		end
	SUB, SUBI:
		begin
		C = A - B;
		if (C == 16'b0000000000000000) Flags[4] = 1'b1;
		else Flags[4] = 1'b0;
		if( (~A[15] & B[15] & C[15]) | (A[15] & ~B[15] & ~C[15]) ) Flags[2] = 1'b1;
		else Flags[2] = 1'b0;
		Flags[1:0] = 2'b00; Flags[3] = 1'b0;
		end
	CMP, CMPI:
		begin
		if( $signed(A) < $signed(B) ) Flags[4:0] = 5'b00011;
		else if (A == B) Flags[4:0] = 5'b10000;
		else Flags[4:0] = 5'b00000;
		C = 16'b0000000000000000;
		end
	CMPU, CMPUI:
		begin
		if( A < B ) Flags[4:0] = 5'b00011;
		else if (A == B) Flags[4:0] = 5'b10000;
		else Flags[4:0] = 2'b00000;
		C = 16'b0000000000000000;
		end
	AND, ANDI:
		begin
		C = A & B;
		if( C == 16'b0000000000000000 ) Flags[4] = 1'b1; 
		else Flags[4] = 1'b0;
		Flags[3:0] = 4'b0000;
		end
	OR, ORI:
		begin
		C = A | B;
		if( C == 16'b0000000000000000 ) Flags[4] = 1'b1;
		else Flags[4] = 1'b0;
		Flags[3:0] = 4'b0000;
		end
	XOR, XORI:
		begin
		C = A ^ B;
		if( C == 16'b0000000000000000 ) Flags[4] = 1'b1;
		else Flags[4] = 1'b0;
		Flags[3:0] = 4'b0000;
		end
	NOT:
		begin
		C = ~A;
		if( C == 16'b0000000000000000 ) Flags[4] = 1'b1;
		else Flags[4] = 1'b0;
		Flags[3:0] = 4'b0000;
		end
	ALSH, ALSHI:
		begin
		C = $signed(A) <<< $signed(B);
		Flags[4:0] = 5'b00000;
		end
	LSH, LSHI:
		begin
		C = A<<B;
		Flags[4:0] = 5'b00000;
		end
	RSH, RSHI:
		begin
		C = A>>B;
		Flags[4:0] = 5'b00000;
		end
	ARSH, ARSHI:
		begin
		C = $signed(A) >>> $signed(B);
		Flags[4:0] = 5'b00000;
		end
	NOP:
	   begin
		C = 16'bxxxxxxxxxxxxxxxx;
		Flags = 5'b00000;
		end
	default:
		begin
		C = 16'bxxxxxxxxxxxxxxxx;
		Flags = 5'b00000;
		end
	endcase
end
endmodule
`timescale 1ns / 1ps
module alu_Input( B, a, b);
input [3:0] B;
output reg [15:0] a, b;
	always @(B)
	begin
		case (B)
		4'b1110:
			begin
			a = -768;
			b = 32000;
			end
		4'b1101:
			begin
			a = 32767;
			b = -1;
			end
		4'b1011:
			begin
			a = -32768;
			b = 1;
			end
		4'b0111: 
			begin
			a = 32000;
			b = -768;
			end
		4'b1100: 
			begin
			a = 0;
			b = 1;
			end
		4'b1010: 
			begin
			a = 1;
			b = 32767;
			end
		4'b0110: 
			begin
			a = -1;
			b = 0;
			end
		4'b1001: 
			begin
			a = 0;
			b = -1;
			end
		4'b0101: 
			begin
			a = -1;
			b = -1;
			end
		4'b0011: 
			begin
			a = 32767;
			b = 1;
			end
		default:
			begin
			a = 0;
			b = 0;
			end
		endcase
	end
endmodule 
module hexTo7Seg(
		input [3:0]x,
		output reg [6:0]z
		);
always @*
case(x)
	4'b0000 :			 
	z = ~7'b0111111;
   4'b0001 :			 
	z = ~7'b0000110;
   4'b0010 :			 
	z = ~7'b1011011;
   4'b0011 : 			 
	z = ~7'b1001111;
   4'b0100 : 			 
	z = ~7'b1100110;
   4'b0101 : 			 
	z = ~7'b1101101;
   4'b0110 : 			 
	z = ~7'b1111101;
   4'b0111 :			 
	z = ~7'b0000111;
   4'b1000 : 			 
	z = ~7'b1111111;
   4'b1001 : 			 
	z = ~7'b1100111;
	4'b1010 : 			 
	z = ~7'b1110111;
	4'b1011 : 			 
	z = ~7'b1111100;
	4'b1100 : 			 
	z = ~7'b1011000;
	4'b1101 : 			 
	z = ~7'b1011110;
	4'b1110 : 			 
	z = ~7'b1111001;
	4'b1111 : 			 
	z = ~7'b1110001; 
   default :
	z = ~7'b0000000;
endcase
endmodule 
```
==> results_slide.txt <==
Physical Implementation Snapshot

Placement
  • Final RePlAce weighted congestion: 1.13
  • Input/output buffers: roughly 46
  • Total placed cells including tap cells: roughly 800
  • Dpl cell area: between 5000 and 6000 um2
  • DP HPWL: around 11 mm
  • Setup WS pre-CTS: -1.38 ns

Die
  • Die Wd: approximately 100 um
  • FP Util: about 54%
  • Site Rows: 30
  • Die Y: about 100 um
  • # IOs: 46

Clocking
  • Hold_buf cts: 0
  • Cts repair resizes: 205
  • Post-CTS Setup Inserts: roughly 55

Run status
  • Error message: [ERROR DPL-0036] Detailed placement failed.
  • Status: did not finish
  • Halt Stage: 4_1_cts

Synthesis
  • Synthesized area: ~3600 um2
  • Post-synth top area cell: ha_1
  • Warnings from Yosys: 3
  • Mapped Cells: 504
  • Unique cell types: ~95
  • Avg Inst Size Synth: roughly 7.2 um2
  • Largest cells by area: ha_1 (15%), mux2i_1 (5.8%), nor2_1 (5.3%), a21oi_1 (4.0%), inv_1 (3.6%)
  • Yosys cell count: 504
  • Seq share, synth: 0%
  • Area reported by Yosys stat: about 3600 um2
  • Top cell type's share of synthesized area: ~15%
==> synthesized netlist by cell type, drive strengths merged, types with 3 or more instances <==
master,number
nor2,53
ha,44
inv,38
nand2,36
o21ai,31
a21oi,29
buf,22
mux2i,21
nand3,14
nor3,12
o22ai,10
clkbuf,9
a211oi,8
nand2b,8
nand4,8
nor4,8
a21o,7
a31oi,7
o2111ai,7
o211ai,7
nor2b,6
o21a,6
or2,6
xnor2,6
and2,5
or4,5
a211o,4
and3,4
fa,4
mux2,4
nor3b,4
xor2,4
a221oi,3
a32o,3
a41oi,3
nand3b,3
nand4bb,3
nor4b,3
o211a,3
o221a,3
o31ai,3
o32ai,3
or3,3
==> kinds of logic after synthesis <==
logic type,count (synthesis),synth area share (%)
AND-OR/OR-AND,159,32.7
adder cells (fa/ha/maj),48,17.4
XOR/XNOR,10,2.62
multiplexers,26,7.97
buffers and inverters,69,9.03
AND/OR/NAND/NOR,192,30.3
